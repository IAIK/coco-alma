==> ./design.v <==
module DOM_and (clk_i, rst_i, 
    X0_i, X1_i, 
    Y0_i, Y1_i, 
    Z_i, 
    Q0_o, Q1_o
     );
    input clk_i; 
    input rst_i;
    input [31:0] X0_i;
    input [31:0] X1_i;
    input [31:0] Y0_i; 
    input [31:0] Y1_i; 
    input [31:0] Z_i;
    output [31:0] Q0_o; 
    output [31:0] Q1_o; 
    wire [31:0] X0_Y0;
    wire [31:0] X1_Y1;
    assign X0_Y0 = X0_i & Y0_i;
    assign X1_Y1 = X1_i & Y1_i;
    wire [31:0] X0_Y1;
    wire [31:0] X1_Y0;
    assign X0_Y1 = X0_i & Y1_i;
    assign X1_Y0 = X1_i & Y0_i;
    reg [31:0] X0_Y1_Z;
    reg [31:0] X1_Y0_Z;    
    always @(posedge clk_i) begin
        if(rst_i) begin
            X0_Y1_Z <= 32'b0;
            X1_Y0_Z <= 32'b0;
        end else begin
            X0_Y1_Z <= X0_Y1 ^ Z_i;
            X1_Y0_Z <= X1_Y0 ^ Z_i;
        end
    end
    assign Q0_o = X0_Y1_Z ^ X0_Y0;
    assign Q1_o = X1_Y0_Z ^ X1_Y1;
endmodule
module keccak_sbox (clk_i, rst_i, 
    A0_i, A1_i, B0_i, B1_i, C0_i, C1_i, D0_i, D1_i, E0_i, E1_i,
    rand_i,
    A0_o, A1_o, B0_o, B1_o, C0_o, C1_o, D0_o, D1_o, E0_o, E1_o);
    input clk_i;
    input rst_i;
    input [31:0] rand_i;
    input [31:0]  A0_i, A1_i, B0_i, B1_i, C0_i, C1_i, D0_i, D1_i, E0_i, E1_i;
    output [31:0] A0_o, A1_o, B0_o, B1_o, C0_o, C1_o, D0_o, D1_o, E0_o, E1_o;
    wire [31:0] n_A0, n_A1, n_B0, n_B1, n_C0, n_C1, n_D0, n_D1, n_E0, n_E1;
    assign n_A0 = ~A0_i;
    assign n_B0 = ~B0_i;
    assign n_C0 = ~C0_i;
    assign n_D0 = ~D0_i;
    assign n_E0 = ~E0_i;
    assign n_A1 = A1_i;
    assign n_B1 = B1_i;
    assign n_C1 = C1_i;
    assign n_D1 = D1_i;
    assign n_E1 = E1_i;
    wire [31:0] AB0, AB1;
    wire [31:0] BC0, BC1;
    wire [31:0] CD0, CD1;
    wire [31:0] DE0, DE1;
    wire [31:0] EA0, EA1;
    DOM_and dom_and0 (clk_i, rst_i, n_A0, n_A1, B0_i, B1_i, rand_i, AB0, AB1);
    DOM_and dom_and1 (clk_i, rst_i, n_B0, n_B1, C0_i, C1_i, rand_i, BC0, BC1);
    DOM_and dom_and2 (clk_i, rst_i, n_C0, n_C1, D0_i, D1_i, rand_i, CD0, CD1);
    DOM_and dom_and3 (clk_i, rst_i, n_D0, n_D1, E0_i, E1_i, rand_i, DE0, DE1);
    DOM_and dom_and4 (clk_i, rst_i, n_E0, n_E1, A0_i, A1_i, rand_i, EA0, EA1);
    assign A0_o = BC0 ^ A0_i;
    assign B0_o = CD0 ^ B0_i;
    assign C0_o = DE0 ^ C0_i;
    assign D0_o = EA0 ^ D0_i;
    assign E0_o = AB0 ^ E0_i;
    assign A1_o = BC1 ^ A1_i;
    assign B1_o = CD1 ^ B1_i;
    assign C1_o = DE1 ^ C1_i;
    assign D1_o = EA1 ^ D1_i;
    assign E1_o = AB1 ^ E1_i;
endmodule
==> ./run.sh <==
#!/bin/bash
# OpenROAD 26Q1-2900-gdf79404cd8, Yosys 0.63+post, stock flow scripts
make -C /OpenROAD-flow-scripts/flow DESIGN_CONFIG=/design/flow/config.mk WORK_HOME=/design/flow/orfs finish
==> ./config.mk <==
export PLATFORM = sky130hd
export DESIGN_NAME = keccak_sbox
export DESIGN_NICKNAME = keccak_sbox
export VERILOG_FILES = /design/flow/design.v
export SDC_FILE = /design/flow/constraint.sdc
export NUM_CORES = 4
export LEC_CHECK = 1
export CORE_AREA = 10 10 350 350
export DIE_AREA = 0 0 360 360
==> ./constraint.sdc <==
current_design keccak_sbox

set clk_period 1.0
set clk_io_pct 0.2

create_clock -name clk0 -period $clk_period [get_ports {clk_i}]

set non_clock_inputs [all_inputs -no_clocks]
set_input_delay [expr $clk_period * $clk_io_pct] -clock clk0 $non_clock_inputs
set_output_delay [expr $clk_period * $clk_io_pct] -clock clk0 [all_outputs]
==> reports/metrics.yaml <==
synth:
  netlist_area_mm2: 0.0199
  yosys.stat.seqShare_pct: 32.2
  syn_area_per_cell_um2: 8.61
  numSynthFlops: 320
  netlist_instances: 2308
  yosysWarningCount: 1
  ys_chip_area_mm2: 0.0199
  yosysUniqueCellTypes: 11
  ys_cells: 2308
min_path:
  holdPathStages: 4
  min-delay-start: "A0_i[6]"
  whs_endpoint: "dom_and4.X1_Y0_Z[6]"
  hp-class: "primary input to flip-flop"
floorplanning:
  io-pin-count: 674
  die_height_um: 360
  die-width_um: 360
  dieArea_mm2: 0.130
  core_area_mm2: 0.115
  initial_utilization_pct: 17.4
  rows: 124
routing:
  first_pass_iters: 4
  drc_errors: 0
  wire_per_inst_um: 15.9
  avgViaCountPerCell: 3.59
  postRouteAntennaNets: 0
  vias: 17600
  drt_iter0_markers: 547
  drt_wl_total_mm: 77.9
placement:
  placed_cell_area_mm2: 0.0314
  gp_congestion: 0.942
  port_buffers: 673
  dp_hpwl_mm: 63.5
critical_path:
  start_kind: "flip-flop"
  slowest_stage: "dfxtp_4"
  required_ns: 0.80
  path_cells: "xnor2_4 -> xnor2_4 -> buf_12 -> buf_6"
  path_class: "flip-flop to output pin"
  endpoint_kind: "output pin"
  crit_path_max_incr_delay_ns: 0.35
  path_common_cell: "xnor2_4"
  arrival_ns: 1.61
  critPathMaxFanout: 1
sta:
  slew_viol_final: 0
  worst_slack_ns: -0.813
  finalSetupTns_ns: -171.70
  tightest_slew_ns: 0.482
  final.min_clock_period_ns: 1.81
  finalHoldViolations: 0
  period_used_pct: 181
  slew-limit-headroom_pct: 67.9
  rsz0062_at_grt: "yes"
  finalSetupViolCount: 335
  max_freq_mhz: 552
clock_tree:
  clk_pin_slew_ns: 0.06
  cts_buffer_depth: 3
  htreeDepth: 2
  root_buffer: "clkbuf_16"
  cts_buffers: 42
  cts_tree: "built"
  numClockSinks: 320
cells_and_area:
  drive_above_1_share_pct: 40.8
  post-route-util_pct: 29.7
  syn_to_final_growth_pct: 71.3
  fill_cells: 11800
  finalInstanceArea_mm2: 0.0340
status:
  status: "complete, but fails checks"
  violations: "negative setup slack"
job:
  cap_violations: 0
  warnings: 27
power:
  leakage_nw: 14.1
  finalPower_w: 0.0443
  power_density_mw_per_mm2: 1300
  peakVddDrop_uv: 952
grt:
  grt_overflow: 0
  grt_pass1_vias: 18400
  grt_use_total_pct: 11.8
  grt_max_degree: 28
  grt_pass1_wl_mm: 117
  antenna_found_initial: 13
## layout by cell type (no fill, tap or decap), drive strengths merged
master,count
nor2b,300
clkinv,8
xor2,320
clkinvlp,2
bufinv,1
diode,10
dlygate4sd3,1
clkbuf,63
xnor2,640
dfxtp,320
dlygate4sd2,10
nand2,320
and2b,20
nor2,320
dlymetal6s2s,15
inv,2
buf,712
clkdlybuf4s50,327
## cell type report
class,count,area (um2),share of cell area (%)
sequential,320,6800,20.0
multi-input combinational,1920,15100,44.4
timing repair buffer,1066,8890,26.1
clock buffer,62,1210,3.55
clock inverter,13,103,0.301
antenna,10,25.0,0.0735
tap,1512,1890,5.56
## metal layers
layer / wire, um / global-route usage [%]
met3: 6930 / 4.30
met4: 2670 / 3.33
met2: 37400 / 19.9
met5: 27 / 0
met1: 30900 / 14.1
## power breakdown
group	switching (W)	internal (W)
clock network	0.00603	0.00860
registers	0.000711	0.0140
logic	0.00623	0.00868
total	0.0130	0.0313
## how the worst max path moves through the flow
stage / start / end / slack, ns
4_1_cts: dom_and2.X0_Y1_Z[7] / B0_o[7] / -0.91
5_1_grt: dom_and2.X0_Y1_Z[7] / B0_o[7] / -0.91
6_report: dom_and1.X0_Y1_Z[7] / A0_o[7] / -0.81
## state kept, by name, indices dropped and copies added, names as in the netlist
| name | flops |
|---|---|
| dom_and0.X0_Y1_Z | 32 |
| dom_and0.X1_Y0_Z | 32 |
| dom_and1.X0_Y1_Z | 32 |
| dom_and1.X1_Y0_Z | 32 |
| dom_and2.X0_Y1_Z | 32 |
| dom_and2.X1_Y0_Z | 32 |
| dom_and3.X0_Y1_Z | 32 |
| dom_and3.X1_Y0_Z | 32 |
| dom_and4.X0_Y1_Z | 32 |
| dom_and4.X1_Y0_Z | 32 |
## worst max-delay path, delay by kind of cell, from the launching register on
kind,cells,cell delay [ns]
xor+xnor,2,0.45
buf+inv,2,0.23
flops,1,0.35
## synth_stat cells
cell	count	share of area [%]
nor2_1	320	6.0
xor2_1	320	14
buf_6	33	1.9
nand2_1	320	6.0
clkbuf_1	2	0.038
buf_4	21	0.79
nor2b_1	300	9.4
xnor2_1	640	28
and2b_1	20	0.76
dfxtp_1	320	32
clkbuf_4	12	0.45
## repair_timing
item	in CTS	in global routing
buffers inserted	0	0
cloned	0	1
pin swaps	433	155
setup endpoints to repair	320	324
hold buffers	1	0
hold endpoints to repair	12	0
resized	1621	137
## metrics by stage
step	cells	hold WS (ns)	setup WS (ns)
2_1_floorplan	2308	0.404	0.226
6_report	4903	0.111	-0.813
4_1_cts	4892	0.150	-0.909
3_3_place_gp	4822	0.632	-1.62
3_5_place_dp	4822	0.650	-1.60
5_1_grt	4899	0.0816	-0.909
## logic make-up (layout without fill, tap and decap cells)
group	after synthesis	count (layout)	share of synthesized area, %
XOR/XNOR	960	960	42.3
AND/OR/NAND/NOR	960	960	22.3
flip-flops	320	320	32.2
buffers and inverters	68	1141	3.15
other	0	10	0
Power is estimated from default activity; no workload was simulated.
