===== ./design.v =====
module dom_and_1storder (clk_i, rst_i, 
    X0_i, X1_i, 
    Y0_i, Y1_i, 
    Z_i, 
    Q0_o, Q1_o
     );
    input clk_i; 
    input rst_i;
    input [7:0] X0_i, X1_i;
    input [7:0] Y0_i, Y1_i;
    input [7:0] Z_i;
    output [7:0] Q0_o, Q1_o; 
    wire [7:0] X0_Y0,X1_Y1;
    assign X0_Y0 = X0_i & Y0_i;
    assign X1_Y1 = X1_i & Y1_i;
    wire [7:0] X0_Y1,X1_Y0;
    assign X0_Y1 = X0_i & Y1_i;
    assign X1_Y0 = X1_i & Y0_i;
    reg [7:0] X0_Y1_Z_q, X1_Y0_Z_q;
    always @(posedge clk_i) begin
        if(rst_i) begin
            X0_Y1_Z_q <= 8'b0;
            X1_Y0_Z_q <= 8'b0;
        end else begin
            X0_Y1_Z_q <= X0_Y1 ^ Z_i;
            X1_Y0_Z_q <= X1_Y0 ^ Z_i;
        end
    end
    assign Q0_o = X0_Y1_Z_q ^ X0_Y0;
    assign Q1_o = X1_Y0_Z_q ^ X1_Y1;
endmodule
module dom_and_1storder_broken (clk_i, rst_i, 
    X0_i, X1_i, 
    Y0_i, Y1_i, 
    Z_i, 
    Q0_o, Q1_o
     );
    input clk_i; 
    input rst_i;
    input [7:0] X0_i, X1_i;
    input [7:0] Y0_i, Y1_i;
    input [7:0] Z_i;
    output [7:0] Q0_o, Q1_o; 
    wire [7:0] X0_Y0;
    wire [7:0] X1_Y1;
    assign X0_Y0 = X0_i & Y0_i;
    assign X1_Y1 = X1_i & Y1_i;
    wire [7:0] X0_Y1;
    wire [7:0] X1_Y0;
    assign X0_Y1 = X0_i & Y1_i;
    assign X1_Y0 = X1_i & Y0_i;
    wire [7:0] X0_Y1_Z;
    wire [7:0] X1_Y0_Z;    
    assign X0_Y1_Z = X0_Y1 ^ Z_i;
    assign X1_Y0_Z = X1_Y0 ^ Z_i;
    assign Q0_o = X0_Y1_Z ^ X0_Y0;
    assign Q1_o = X1_Y0_Z ^ X1_Y1;
endmodule
module dom_and_2ndorder (clk_i, rst_i, 
        X0_i, X1_i, X2_i,
        Y0_i, Y1_i, Y2_i,
        Z0_i, Z1_i, Z2_i,
        Q0_o, Q1_o, Q2_o
     );
    input clk_i; 
    input rst_i;
    input [7:0] X0_i, X1_i, X2_i;
    input [7:0] Y0_i, Y1_i, Y2_i;
    input [7:0] Z0_i, Z1_i, Z2_i;
    output [7:0] Q0_o, Q1_o, Q2_o; 
    wire [7:0] AX_AY, BX_BY, CX_CY;
    assign AX_AY = X0_i & Y0_i;
    assign BX_BY = X1_i & Y1_i;
    assign CX_CY = X2_i & Y2_i;
    wire [7:0] AX_BY, AX_CY;
    wire [7:0] BX_AY, BX_CY;
    wire [7:0] CX_AY, CX_BY;
    assign AX_BY = X0_i & Y1_i;
    assign AX_CY = X0_i & Y2_i;
    assign BX_AY = X1_i & Y0_i;
    assign BX_CY = X1_i & Y2_i;
    assign CX_AY = X2_i & Y0_i;
    assign CX_BY = X2_i & Y1_i;
    reg [7:0] AX_BY_Z0_q, AX_CY_Z1_q;
    reg [7:0] BX_AY_Z0_q, BX_CY_Z2_q;
    reg [7:0] CX_AY_Z1_q, CX_BY_Z2_q;
    always @(posedge clk_i) begin
        if(rst_i) begin
            AX_BY_Z0_q <= 8'b0;
            AX_CY_Z1_q <= 8'b0;
            BX_AY_Z0_q <= 8'b0;
            BX_CY_Z2_q <= 8'b0;
            CX_AY_Z1_q <= 8'b0;
            CX_BY_Z2_q <= 8'b0;
        end else begin
            AX_BY_Z0_q <= AX_BY ^ Z0_i;
            AX_CY_Z1_q <= AX_CY ^ Z1_i;
            BX_AY_Z0_q <= BX_AY ^ Z0_i;
            BX_CY_Z2_q <= BX_CY ^ Z2_i;
            CX_AY_Z1_q <= CX_AY ^ Z1_i;
            CX_BY_Z2_q <= CX_BY ^ Z2_i;
        end
    end
    assign Q0_o = AX_BY_Z0_q ^ AX_CY_Z1_q ^ AX_AY;
    assign Q1_o = BX_AY_Z0_q ^ BX_CY_Z2_q ^ BX_BY;
    assign Q2_o = CX_AY_Z1_q ^ CX_BY_Z2_q ^ CX_CY;
endmodule
module dom_and_3rdorder (clk_i, rst_i, 
        X0_i, X1_i, X2_i, X3_i,
        Y0_i, Y1_i, Y2_i, Y3_i,
        Z0_i, Z1_i, Z2_i, Z3_i, Z4_i, Z5_i,
        Q0_o, Q1_o, Q2_o, Q3_o);
    input clk_i; 
    input rst_i;
    input [7:0] X0_i, X1_i, X2_i, X3_i;
    input [7:0] Y0_i, Y1_i, Y2_i, Y3_i;
    input [7:0] Z0_i, Z1_i, Z2_i, Z3_i, Z4_i, Z5_i;
    output [7:0] Q0_o, Q1_o, Q2_o, Q3_o; 
    wire [7:0] AX_AY;
    wire [7:0] BX_BY;
    wire [7:0] CX_CY;
    wire [7:0] DX_DY;
    assign AX_AY = X0_i & Y0_i;
    assign BX_BY = X1_i & Y1_i;
    assign CX_CY = X2_i & Y2_i;
    assign DX_DY = X3_i & Y3_i;
    wire [7:0] AX_BY;
    wire [7:0] AX_CY;
    wire [7:0] AX_DY;
    wire [7:0] BX_AY;
    wire [7:0] BX_CY;
    wire [7:0] BX_DY;
    wire [7:0] CX_AY;
    wire [7:0] CX_BY;
    wire [7:0] CX_DY;
    wire [7:0] DX_AY;
    wire [7:0] DX_BY;
    wire [7:0] DX_CY;
    assign AX_BY = X0_i & Y1_i;
    assign AX_CY = X0_i & Y2_i;
    assign AX_DY = X0_i & Y3_i;
    assign BX_AY = X1_i & Y0_i;
    assign BX_CY = X1_i & Y2_i;
    assign BX_DY = X1_i & Y3_i;
    assign CX_AY = X2_i & Y0_i;
    assign CX_BY = X2_i & Y1_i;
    assign CX_DY = X2_i & Y3_i;
    assign DX_AY = X3_i & Y0_i;
    assign DX_BY = X3_i & Y1_i;
    assign DX_CY = X3_i & Y2_i;
    reg [7:0] AX_BY_Z0_q;
    reg [7:0] AX_CY_Z1_q;
    reg [7:0] AX_DY_Z3_q;
    reg [7:0] BX_AY_Z0_q;
    reg [7:0] BX_CY_Z2_q;
    reg [7:0] BX_DY_Z4_q;
    reg [7:0] CX_AY_Z1_q;
    reg [7:0] CX_BY_Z2_q;
    reg [7:0] CX_DY_Z5_q;
    reg [7:0] DX_AY_Z3_q;
    reg [7:0] DX_BY_Z4_q;
    reg [7:0] DX_CY_Z5_q;
    always @(posedge clk_i) begin
        if(rst_i) begin
            AX_BY_Z0_q <= 8'b0;
            AX_CY_Z1_q <= 8'b0;
            AX_DY_Z3_q <= 8'b0;
            BX_AY_Z0_q <= 8'b0;
            BX_CY_Z2_q <= 8'b0;
            BX_DY_Z4_q <= 8'b0;
            CX_AY_Z1_q <= 8'b0;
            CX_BY_Z2_q <= 8'b0;
            CX_DY_Z5_q <= 8'b0;
            DX_AY_Z3_q <= 8'b0;
            DX_BY_Z4_q <= 8'b0;
            DX_CY_Z5_q <= 8'b0;
        end else begin
            AX_BY_Z0_q <= AX_BY ^ Z0_i;
            AX_CY_Z1_q <= AX_CY ^ Z1_i;
            AX_DY_Z3_q <= AX_DY ^ Z3_i;
            BX_AY_Z0_q <= BX_AY ^ Z0_i;
            BX_CY_Z2_q <= BX_CY ^ Z2_i;
            BX_DY_Z4_q <= BX_DY ^ Z4_i;
            CX_AY_Z1_q <= CX_AY ^ Z1_i;
            CX_BY_Z2_q <= CX_BY ^ Z2_i;
            CX_DY_Z5_q <= CX_DY ^ Z5_i;
            DX_AY_Z3_q <= DX_AY ^ Z3_i;
            DX_BY_Z4_q <= DX_BY ^ Z4_i;
            DX_CY_Z5_q <= DX_CY ^ Z5_i;
        end
    end
    assign Q0_o = AX_BY_Z0_q ^ AX_CY_Z1_q ^ AX_DY_Z3_q ^ AX_AY;
    assign Q1_o = BX_AY_Z0_q ^ BX_CY_Z2_q ^ BX_DY_Z4_q ^ BX_BY;
    assign Q2_o = CX_AY_Z1_q ^ CX_BY_Z2_q ^ CX_DY_Z5_q ^ CX_CY;
    assign Q3_o = DX_AY_Z3_q ^ DX_BY_Z4_q ^ DX_CY_Z5_q ^ DX_DY;
endmodule

===== ./constraint.sdc =====
current_design dom_and_3rdorder

set clk_period 1.2
set clk_io_pct 0.2

create_clock -name clk0 -period $clk_period [get_ports {clk_i}]

set non_clock_inputs [all_inputs -no_clocks]
set_input_delay [expr $clk_period * $clk_io_pct] -clock clk0 $non_clock_inputs
set_output_delay [expr $clk_period * $clk_io_pct] -clock clk0 [all_outputs]

===== ./run.sh =====
#!/bin/bash
# OpenROAD 26Q1-2900-gdf79404cd8, Yosys 0.63+post, stock flow scripts
make -C /OpenROAD-flow-scripts/flow DESIGN_CONFIG=/design/flow/config.mk WORK_HOME=/design/flow/orfs finish

===== ./config.mk =====
export PLATFORM = sky130hd
export DESIGN_NAME = dom_and_3rdorder
export DESIGN_NICKNAME = dom_and_3rdorder
export VERILOG_FILES = /design/flow/design.v
export SDC_FILE = /design/flow/constraint.sdc
export NUM_CORES = 4
export LEC_CHECK = 1
export CORE_UTILIZATION = 30

==> impl.org <==
#+TITLE: Synthesis and PnR summary

** Power and ir drop
- Worst VDD drop :: 0.665 mV
- Per the OpenROAD power report, leakage power amounts to 3.62 nW.
- The report lists the power per cell area as 1040 mW/mm^2.

** Floorplan
- According to the floorplan report, the total die area is 0.0190 sq mm.
- I/O pin count :: 146
- Chip width :: 138 microns
- The initial utilization of the core area, before any placement, comes to 30.7%.
- According to the floorplan log, the row count is 49.
- In this run the vertical extent of the chip is 138 microns.
- The floorplan step defined a core boundary enclosing 0.0180 sq mm.

** Routing
- Once detail routing completed, the nets flagged for antenna violations numbered 0.
- Per the detail_route report, routed wire per instance is 13.2 microns.
- Per the detail_route report, vias per standard cell equal 4.67.
- Pre-Repair DR Iteration Count :: 4
- Antenna diode count :: 0
- Aggregate routed wire length :: 12300 microns
- For this block, the initial DRC count from the detailed router was 118.
- Overall via count from detail_route :: 4372
- The routed layout reports a DRC error count of 0.

** Worst setup path
- In this run the worst path has a maximum fanout of 1.
- At the worst endpoint, the required time is 960 ps.
- STA classifies the critical path startpoint as a flop.
- Cell family contributing the most delay on the critical path :: XOR/XNOR gates
- Critical setup path kind :: reg2out
- Largest stage delay on the critical path :: 320 ps
- Crit path arrival time :: 1230 ps
- Critical Path Sink Type :: output pin
- Crit path max-delay cell type :: dfxtp_2
- The critical path runs through a total of 3 cells.
- Counting both buffers and inverters, the worst setup path holds a total of 1.
- The critical path goes through xor2_1 -> xnor3_1 -> buf_2.

** Placed design
- Per the gpl log, the routability congestion estimate is 0.858.
- In this run the tool buffered the top-level ports with 145 buffer cells.
- Placed cell area :: 0.00771 sq mm
- HPWL reported at the end of detailed placement :: 9250 microns

** Final timing
- Per the final report, max-transition violations number 0.
- Across all setup checks in the final design, the least slack found is -267 ps.
- Setup repair after global routing missed its margin :: yes
- Measured against its own limit, the worst slew margin works out to 86.1%.
- Final-layout worst hold slack :: 185 ps
- For the pin with the worst max-slew slack, the measured transition is 208 ps.
- The flow reports an fmax of 0.682 GHz.
- Final critical-path required period :: 1470 ps
- The final timing report counts setup violations totalling 32.
- Dividing the final minimum period by the clock period gives 122%.
- Count of final hold-check violations :: 0

** Yosys
- In this run the biggest area consumer among cell types represents 34.8% of the synthesized area.
- MUX share of area :: 0%
- The cell-mix breakdown from Yosys lists the compound-gate area share as 28.8%.
- The synthesis report lists the Yosys warning total as 1.
- The cell-mix breakdown from Yosys lists the simple-gate area share as 16.7%.
- Cell Area, Synth :: 0.00553 sq mm
- Per the synth log, the flip-flop and latch total comes to 96.
- Avg Cell Area, Syn :: 11.3 sq um
- The cell-mix breakdown from Yosys lists the adder-cell area share as 0%.
- Count of distinct cell types in the synthesized netlist :: 10
- Total cells reported by yosys after synthesis :: 491
- Post-synthesis sequential area ratio :: 34.8%
- Top cells by area in the synthesized netlist :: dfxtp_1 35%, a21bo_2 17%, nand3b_1 13%
- Dominant kind of combinational cell :: AND-OR/OR-AND gates
- Number of instances in the synthesized netlist :: 491
- Library cell with the largest summed area after synthesis :: dfxtp_1
- In the synthesis report, Yosys lists the chip area as 0.00553 sq mm.
- Share of the synthesized netlist area taken by xor and xnor gates :: 18.1%

** GRT
- Antenna violations before repair :: 0
- Overall routing resource usage recorded by global route was 13.3%.
- Vias in the first global route :: 4103
- The first global-routing pass estimated 19500 microns of wire.
- Per the GRT congestion report, total overflow comes to 0.
- Pin count of the biggest net entering global routing :: 36

** Run status
- Violated checks :: negative setup slack
- Status :: complete, but fails checks

** CTS
- The tree built by TritonCTS fans out to 96 sinks.
- Hold buffer count at cts :: 0
- Number of levels the H-tree was split into :: 3
- TritonCTS built the clock tree.
- CTS clock-pin slew for the worst setup and hold paths :: 70 ps
- Number of clock buffers inserted by TritonCTS :: 9
- Per the CTS log, the root buffer master is clkbuf_16.
- The clock passes through at most 2 buffers.
- Number of post-CTS setup repair buffers :: 0

** Final layout
- Post-route cell area :: 0.00795 sq mm
- In the final layout, the share of cells above drive strength 1 is 50.7%.
- Number of filler cells placed in the layout :: 1689
- Summing all multi-input logic gate instances after layout gives 0.00362 sq mm.
- Area used by sequential logic in the layout :: 0.00200 sq mm
- Between the synthesized netlist and the finished layout, the area growth was recorded as 43.8%.

** Run
- Number of OpenROAD warnings :: 27
- Max Cap Viol :: 0

** Worst hold path
- In this run the worst hold path is classified as in2reg.
- Hold path cells :: 2
==> cells in the final DEF (no fill, tap or decap), drive strengths merged <==
master	synthesis	final
a21bo	96	96
xnor3	32	32
a21oi	96	96
nand3b	96	96
inv	0	1
buf	11	100
nand2	32	32
dlygate4sd2	0	59
clkinv	0	1
clkbuf	0	12
clkdlybuf4s50	0	48
dfxtp	96	96
xor2	32	32
clkinvlp	0	2
dlymetal6s2s	0	5
==> power by group <==
group	total [W]	switching, W	internal (W)
Clock	0.00268	0.00121	0.00147
Combinational	0.00210	0.000747	0.00135
Sequential	0.00352	0.0000952	0.00343
Total	0.00830	0.00205	0.00625
==> cells by family (layout without fill, tap and decap cells) <==
logic type | after synthesis | in the layout
xor+xnor | 64 | 64
compound gates | 192 | 192
flops | 96 | 96
simple gates | 128 | 128
buf+inv | 11 | 228
==> per-stage QoR <==
| stage | cells | power (W) | setup slack (ps) | util [%] | setup TNS (ps) |
|---|---|---|---|---|---|
| floorplan | 491 | 0.00455 | 327 | - | 0 |
| detailed placement | 921 | 0.00597 | -701 | 42.8 | -23380 |
| global placement | 921 | 0.00596 | -723 | 42.8 | -22640 |
| finish | 937 | 0.00830 | -267 | 44.1 | -6590 |
| CTS | 937 | 0.00847 | -446 | 43.7 | -8270 |
| global route | 937 | 0.00881 | -358 | 44.1 | -9000 |
==> worst paths after layout <==
| path | to | slack [ps] | start |
|---|---|---|---|
| min | DX_AY_Z3_q[7] | 190 | rst_i |
| max | Q2_o[4] | -270 | CX_DY_Z5_q[4] |
==> registers in the layout, summed over array words and instances (netlist names) <==
register	cells
AX_BY_Z0_q	8
AX_CY_Z1_q	8
AX_DY_Z3_q	8
BX_AY_Z0_q	8
BX_CY_Z2_q	8
BX_DY_Z4_q	8
CX_AY_Z1_q	8
CX_BY_Z2_q	8
CX_DY_Z5_q	8
DX_AY_Z3_q	8
DX_BY_Z4_q	8
DX_CY_Z5_q	8
==> what timing repair did <==
item	CTS	global route
pin swaps	35	24
gates resized	213	25
cloned	0	0
endpoints found under the setup margin	32	32
==> cells in the mapped netlist <==
| master | n |
|---|---|
| nand2_2 | 32 |
| buf_6 | 6 |
| xnor3_1 | 32 |
| dfxtp_1 | 96 |
| buf_2 | 5 |
| a21oi_2 | 40 |
| nand3b_1 | 96 |
| a21oi_1 | 56 |
| xor2_1 | 32 |
| a21bo_2 | 96 |
==> layer usage <==
metal	track usage [%]	wire length [microns]	vias to the layer above	part of all wire, %
li1	-	-	2202	-
met1	20.3	5970	2052	48
met2	20.4	5390	113	44
met3	3.08	870	5	7.1
met4	1.15	104	0	0.84
met5	0	0	-	0
==> final cells by class <==
cell class	instances	area share (%)
clock inverters	4	0.362
clock buffers	12	3.10
well taps	229	3.60
flip-flops and latches	96	25.2
multi-input cells	384	45.5
repair buffers	212	22.2
Power figures rest on the tool's default switching activity, not on a simulated workload.
